==> /design/flow/config.mk <==
export PLATFORM = sky130hd
export DESIGN_NAME = vending_machine
export DESIGN_NICKNAME = vending_machine
export VERILOG_FILES = /design/flow/design.v
export SDC_FILE = /design/flow/constraint.sdc
export NUM_CORES = 4
export LEC_CHECK = 1
export CORE_AREA = 10 10 70 70
export DIE_AREA = 0 0 80 80
==> /design/flow/constraint.sdc <==
current_design vending_machine

set clk_period 1.1
set clk_io_pct 0.2

create_clock -name clk0 -period $clk_period [get_ports {clk}]

set non_clock_inputs [all_inputs -no_clocks]
set_input_delay [expr $clk_period * $clk_io_pct] -clock clk0 $non_clock_inputs
set_output_delay [expr $clk_period * $clk_io_pct] -clock clk0 [all_outputs]
==> /design/flow/design.v <==
`timescale 1ns / 1ps
module vending_machine(clk, rst, A, B, C, state, y);
input clk, rst;
input A, B, C;
reg A_reg, B_reg, C_reg;
reg A_trig, B_trig, C_trig;
output reg [2:0] state;
output reg y;
parameter S0 = 3'b000;
parameter S50 = 3'b001;
parameter S100 = 3'b010;
parameter S150 = 3'b011;
parameter S200 = 3'b100;
always @(negedge rst or posedge clk) begin
    if(!rst) begin
        {A_reg, B_reg, C_reg} <= 3'b000;
        {A_trig, B_trig, C_trig} <= 3'b000;
    end
    else begin
        {A_reg, B_reg, C_reg} <= {A, B, C};
        {A_trig, B_trig, C_trig} <= {A, B, C} & ~{A_reg, B_reg, C_reg};
    end
end
always @(negedge rst or posedge clk) begin
    if(!rst) state <= S0;
    else begin
        case(state)
            S0 : begin
                if(A_trig == 1) state <= S50;
                else if(B_trig == 1) state <= 100;
                else state <= S0;
            end
            S50 : begin
                if(A_trig == 1) state <= S50;
                else if(B_trig == 1) state <= 100;
                else state <= S0;
            end
            S100 : begin
                if(A_trig == 1) state <= S50;
                else if(B_trig == 1) state <= 100;
                else state <= S0;
            end
            S150 : begin
                if(A_trig == 1) state <= S50;
                else if(B_trig == 1) state <= 100;
                else state <= S0;
            end
            S200 : begin
                if(A_trig == 1) state <= S50;
                else if(B_trig == 1) state <= 100;
                else state <= S0;
            end
        endcase
    end
end
always @(negedge rst or posedge clk) begin
    if(!rst) y <= 0;
    else begin
        case(state)
            S200 : y <= C_trig ? 1 : 0;
        endcase
    end
end    
endmodule
==> /design/flow/run.sh <==
#!/bin/bash
# OpenROAD 26Q1-2900-gdf79404cd8, Yosys 0.63+post, stock flow scripts
make -C /OpenROAD-flow-scripts/flow DESIGN_CONFIG=/design/flow/config.mk WORK_HOME=/design/flow/orfs finish
==> out/metrics.cfg <==
[clocking]
cts_root_buffer=clkbuf_4
numCtsBuffers=3
insertion_delay_ns=0.25
path_clk_slew_ns=0.06
cts-hold-fix-buffers=0
clk_path_buf_depth=2
htreeDepth=1
cts_tree=yes
clkSinkCount=9

[timing]
rsz0062_at_grt=false
fin_crit_ns=1.04
fmax_mhz=966
holdWs_ns=0.254
tns_ns=0
slew_violations=0
finalClockSkew_ns=0.00440
finalHoldViolCount=0
setup_violations=0
period_used_share=0.941

[finish]
n_fill_cell=388
mostFrequentLayoutCells=dfrtp_1 (9), clkdlybuf4s50_1 (4)
final_area_um2=472
layout.cells.most_common=dfrtp_1
largest_reg_flops=2
largest-register=state
area_growth_pct=55.8
drive_above_1_share=0.242

[setup_path]
path_delay_family=flip-flops
slowest_stage=dfrtp_1
path_class=reg2reg
cpPeakStageDelay_ns=0.37
r2r_cells=3
start_kind=flop
arrival_ns=1.17
r2r-end=y$_DFFE_PN0N_
path_buffers=1
worstPathRequired_ns=1.24
crit_path_cell_trace=buf_4 -> nand2b_4 -> mux2_4
critPathMaxFanout=2
r2r_slack_ns=0.06
crit_cells=3
cp-end-kind=flop
reg2reg_from=state[0]$_DFFE_PN0P_

[flow_run]
warnings=25
cap_violations=0

[pwr]
powerDensity_nw_per_um2=1490
vdd_drop_max_mv=0.389
leakagePower_nw=0.206

[die]
initCoreUtil=0.0886
io_pins=9
die_h_um=80
die_w_um=80
num_rows=21
coreArea_um2=3420
die-area_um2=6400

[drt]
viasPerCell=2.04
routed_wl_um=468
drtIter0Drc=2
antenna_cells=0
route.detailed.drc=0
dr.pass1.iters=2
routedWlPerCell_um=5.92
dr_total_vias=161
antenna_left=0

[grt]
grt_pass1_vias=157
grt_usage=0.0158
grt_max_degree=10
grt-ovfl-total=0
antenna_found_initial=0
grt_pass1_wl_um=738

[synth]
ys_cells=20
syn_avg_cell_area_um2=15.1
synthCells=20
ys_seq_share=0.744
yosys_area_um2=303
synth_area_um2=303
yosysUniqueCellTypes=10
ys_ff=9
ys_warn_count=1

[placed_design]
gp_congestion=0.625
portBuffers=7
dp_hpwl_um=371
place_area_um2=430

[run_status]
status=complete, no violations

[hold_path]
holdCritPathClass=in2async

-- layout make-up --
class	instances	area, µm²	area share
multi-input cells	9	66.3	0.141
repair buffers	10	92.6	0.196
clock buffers	4	26.3	0.0557
well taps	46	57.6	0.122
flip-flops and latches	9	225	0.477
inverters	1	3.75	0.00796
-- timing repair --
| item | CTS | global route |
|---|---|---|
| setup endpoints to repair | 3 | 3 |
| setup buffers | 2 | 0 |
| resized | 3 | 3 |
-- worst register-to-register path: cells and delay by family, from the launching register on --
family	cells	cell delay (ns)
flops	1	0.37
mux	1	0.29
buf+inv	1	0.13
simple gates	1	0.13
-- kinds of logic (layout without fill, tap and decap cells) --
kind of cell	count (synthesis)	in the layout	synth area share
AND/OR/NAND/NOR	6	6	0.140
other	1	1	0.0124
multiplexers	1	1	0.0496
flip-flops	9	9	0.744
AND-OR/OR-AND	1	1	0.0165
buffers and inverters	2	15	0.0372
-- how the worst max path moves through the flow --
stage | startpoint | end
finish | state[0]$_DFFE_PN0P_ | y$_DFFE_PN0N_
global route | state[0]$_DFFE_PN0P_ | y$_DFFE_PN0N_
CTS | state[2]$_DFFE_PN0P_ | state[2]
-- synthesized netlist by cell type --
| master | n | area, µm² |
|---|---|---|
| o21ai_0 | 1 | 5.00 |
| inv_1 | 1 | 3.75 |
| mux2_4 | 1 | 15.0 |
| nor2b_1 | 3 | 18.8 |
| nand2b_1 | 1 | 6.26 |
| nand2_1 | 1 | 3.75 |
| nand2b_4 | 1 | 13.8 |
| buf_4 | 1 | 7.51 |
| conb_1 | 1 | 3.75 |
| dfrtp_1 | 9 | 225 |
-- power breakdown --
group          switching, mW  internal [mW]  leakage, nW
logic                 0.0243         0.0657       0.0793
registers            0.00902          0.356        0.112
clock network          0.107          0.139       0.0150
-- metrics by stage --
step	total power [mW]	std cells	setup slack, ns	utilization
after floorplan	0.399	20	0.211	-
after global placement	0.452	73	0.0715	0.126
after detailed placement	0.454	73	0.0679	0.126
after CTS	0.705	79	0.0118	0.137
after global routing	0.737	79	0.0313	0.138
final	0.701	79	0.0650	0.138
-- per-layer routing --
metal	up-vias	global-route usage	wire length [µm]
met4	0	0.00176	0
met3	0	0.0227	120
met2	10	0.0136	130
met1	67	0.0203	217
met5	-	0	0
li1	84	-	-
Power and IR drop assume default switching activity.
